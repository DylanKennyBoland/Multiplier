--- ./design.v ---
module multiplier #
	(
	parameter WIDTH_A = 10,  
	parameter WIDTH_B = 8,   
	localparam WIDTH_C = WIDTH_A + WIDTH_B
	)
	(
	input clk,              
	input rst_n,            
	input data_valid,       
	input [WIDTH_A-1:0] a,  
	input [WIDTH_B-1:0] b,  
	output [WIDTH_C-1:0] c  
	);
	wire [WIDTH_C-1:0] a_sign_extended;
	wire [WIDTH_C-1:0] b_sign_extended;
	wire [WIDTH_A:0] a_twos_complement;
	wire [WIDTH_B:0] b_twos_complement;
	wire a_is_negative;  
	wire b_is_negative;  
	reg [WIDTH_C-1:0] product_reg;
	reg [WIDTH_C-1:0] product;
	assign a_sign_extended = {{(WIDTH_B){a[WIDTH_A-1]}}, a};
	assign b_sign_extended = {{(WIDTH_A){b[WIDTH_B-1]}}, b};
	assign a_twos_complement = ~{{a[WIDTH_A-1]}, a} + 1'b1;
	assign b_twos_complement = ~{{b[WIDTH_B-1]}, b} + 1'b1;
	assign a_is_negative = a[WIDTH_A-1];  
	assign b_is_negative = b[WIDTH_B-1];
	always @ (*) begin
		integer i;  
		product = {WIDTH_C{1'b0}};
		if (WIDTH_B < WIDTH_A) begin
			for (i = 0; i < WIDTH_B; i = i + 1) begin
				if ((i == (WIDTH_B-1)) & b_is_negative) begin
					product = product + (a_twos_complement << i);
				end else begin
					product = product + ((a_sign_extended << i) & {WIDTH_C{b[i]}});
				end
			end
		end else begin
			for (i = 0; i < WIDTH_A; i = i + 1) begin
				if ((i == (WIDTH_A-1)) & a_is_negative) begin
					product = product + (b_twos_complement << i);
				end else begin
					product = product + ((b_sign_extended << i) & {WIDTH_C{a[i]}});
				end
			end
		end
	end
	always @ (posedge clk or negedge rst_n) begin
		if (!rst_n) begin
			product_reg <= {WIDTH_C{1'b0}};
		end else begin
			if (data_valid) begin
				product_reg <= product;
			end
		end
	end
	assign c = product_reg;
endmodule
--- ./run.sh ---
#!/bin/bash
# OpenROAD 26Q1-2900-gdf79404cd8, Yosys 0.63+post, stock flow scripts
make -C /OpenROAD-flow-scripts/flow DESIGN_CONFIG=/design/flow/config.mk WORK_HOME=/design/flow/orfs finish
--- ./config.mk ---
export PLATFORM = sky130hd
export DESIGN_NAME = multiplier
export DESIGN_NICKNAME = multiplier
export VERILOG_FILES = /design/flow/design.v
export SDC_FILE = /design/flow/constraint.sdc
export NUM_CORES = 4
export LEC_CHECK = 1
export CORE_UTILIZATION = 30
--- ./constraint.sdc ---
current_design multiplier

set clk_period 1.5
set clk_io_pct 0.2

create_clock -name clk0 -period $clk_period [get_ports {clk}]

set non_clock_inputs [all_inputs -no_clocks]
set_input_delay [expr $clk_period * $clk_io_pct] -clock clk0 $non_clock_inputs
set_output_delay [expr $clk_period * $clk_io_pct] -clock clk0 [all_outputs]
==> results.toml <==
# physical design summary
[status]
status = "finished, violations left"
violated_checks = "negative setup slack"

[logic_synthesis]
basic_gates_by_area_pct = 17.12
enable_flop_cells = 0
yosys.cell_count.top_type = "sky130_fd_sc_hd__inv_1"
synth.logic.top_family = "adder cells"
synth.distinct_cells = 43
main_synth_ff_type = "sky130_fd_sc_hd__dfrtp_1"
ys_top_cells_by_count = "sky130_fd_sc_hd__inv_1 (74), sky130_fd_sc_hd__fa_1 (56), sky130_fd_sc_hd__and2_1 (40), sky130_fd_sc_hd__nand2_1 (34), sky130_fd_sc_hd__ha_1 (30)"
syn_avg_cell_area_um2 = 9.130
postSynthSeqShare_pct = 12.30
syn_inst = 401
synth_compound_gate_area_share_pct = 10.73
synth_top_area_share_pct = 30.62
yosys-stat-area_um2 = 3661
post-synth-top-area-cell = "sky130_fd_sc_hd__fa_1"
post_synth_instance_area_um2 = 3661
synth.area.mux_share_pct = 4.409
yosysCellCount = 401
post_synth_xor_area_fraction_pct = 5.024
fa_ha_area_share_pct = 40.87
ys_warn_count = 1
synth-seq-cells = 18
ys_top_cells_by_area = "sky130_fd_sc_hd__fa_1 (31%), sky130_fd_sc_hd__dfrtp_1 (12%), sky130_fd_sc_hd__ha_1 (10%)"
synthArstFlopShare_pct = 100.0

[die]
die_width_um = 112.5
floorplanUtilization_pct = 31.39
rows = 39
die_area_um2 = 12650
boundaryPins = 39
chipHeight_um = 112.5
core_region_area_um2 = 11660

[global_route]
grt_first_pass_wirelength_um = 14190
grt_start_max_net_pins = 19
grt-ovfl-total = 0
grtUsageTotal_pct = 14.04
number_of_antenna_violations_at_the_first_check_in_global_routing = 0
via_count_of_the_first_global_routing_pass = 3268

[route]
drt_drc_violations_left = 0
ant_nets = 0
drt_iter0_drc = 80
n_antenna_cell = 0
avgViaCountPerCell = 4.615
detailroute.via_count = 3023
drt-total-wl_um = 7883
drt-wirelength-per-cell_um = 12.04
drt-pass1-iter-count = 4

[sta]
timing.final.ws_setup_ns = -3.551
worst-slew-pin-transition_ns = 0.3223
grt_setup_unrepaired = "yes"
maxSlewViolCount = 0
max_freq_mhz = 198.0
final-hold-violation-count = 0
tns_ns = -39.07
worst_slew_margin_rel_pct = 78.28
finalCritPeriodShare_pct = 336.7
setup_viol = 16
clock-skew-final_ns = 0
fin_crit_ns = 5.051

[power_and_ir_drop]
maximum_resistive_drop_on_vdd_mv = 1.536
power.density_nw_per_um2 = 2357
finalPower_mw = 12.70
p_leak_nw = 2.616

[clocking]
clkSlewWorstSetupHoldPaths_ns = 0.05
clkSinkCount = 18
clk_root_buffer_cell = "sky130_fd_sc_hd__clkbuf_16"
clock_tree.htree_level_count = 1
tritoncts = "yes"
ctsHoldBuffers = 0
clk-insertion-delay-late_ns = 0.24
cts-buffers-inserted = 3
clock_path_buffers = 2

[layout]
layout.cells.non_filler = 655
multiInputGateArea_um2 = 3259
areaGrowthSynthToFinish_pct = 47.20
final-seq-area_um2 = 450.4
finalInstanceArea_um2 = 5389
flip_flop_count_of_the_largest_register_after_layout = 18
drive_gt1_share_pct = 41.02
fillerInstances = 1046
utilization_pct = 46.21

[placement]
buffer_ports.inserted = 38
dp.cells = 634
gpl.final_weighted_congestion = 0.8625
postPlaceCellArea_um2 = 4815
hpwl_um = 6557

[critical_path]
worst-endpoint-required_ns = 1.63
cp_max_fo = 4
critical_path.endpoint_type = "flop"
critPathBufInv = 4
cpMostUsedCell = "sky130_fd_sc_hd__fa_1"
criticalPathCategory = "input pin to flop"
crit_path_max_incr_delay_ns = 0.52
setup.worst_path.start_class = "input pin"
crit_path_top_delay_cell = "sky130_fd_sc_hd__fa_1"
cp_cell_sequence = "buf_8, buf_6, and2_4, fa_1, inv_2, fa_1, fa_1, inv_1, fa_1, ha_4, nor2b_4, o31a_1, o31a_1, o21a_1, nor2_2, xnor2_1, ha_2, o21ai_2, nand2b_1, o311a_1, a21oi_2, xnor2_1, mux2_4"
path_delay_family = "adder cells"
timing.critical_path.arrival_ns = 5.18

[job]
max-cap-violations = 0
tool_warnings = 28

[hold_path]
type_of_the_worst_min_delay_path = "input pin to async pin"
## placed cells by master (no fill, tap or decap), types with 3 or more instances in the layout
cell | Yosys | final
sky130_fd_sc_hd__clkdlybuf4s50_1 | 0 | 22
sky130_fd_sc_hd__xor2_1 | 3 | 3
sky130_fd_sc_hd__buf_8 | 0 | 4
sky130_fd_sc_hd__nand2_2 | 0 | 3
sky130_fd_sc_hd__buf_4 | 0 | 67
sky130_fd_sc_hd__dfrtp_1 | 18 | 18
sky130_fd_sc_hd__and2_2 | 3 | 3
sky130_fd_sc_hd__buf_12 | 0 | 3
sky130_fd_sc_hd__nor3_1 | 3 | 3
sky130_fd_sc_hd__and3_1 | 7 | 7
sky130_fd_sc_hd__buf_6 | 1 | 24
sky130_fd_sc_hd__buf_2 | 0 | 4
sky130_fd_sc_hd__nor2_1 | 9 | 8
sky130_fd_sc_hd__inv_1 | 74 | 61
sky130_fd_sc_hd__mux2_2 | 13 | 5
sky130_fd_sc_hd__mux2_4 | 1 | 9
sky130_fd_sc_hd__xnor2_1 | 18 | 14
sky130_fd_sc_hd__a21oi_1 | 14 | 4
sky130_fd_sc_hd__inv_2 | 0 | 13
sky130_fd_sc_hd__fa_2 | 0 | 8
sky130_fd_sc_hd__o21bai_1 | 3 | 3
sky130_fd_sc_hd__o21a_1 | 7 | 7
sky130_fd_sc_hd__o21ai_0 | 12 | 6
sky130_fd_sc_hd__fa_1 | 56 | 48
sky130_fd_sc_hd__and2_1 | 40 | 25
sky130_fd_sc_hd__ha_1 | 30 | 16
sky130_fd_sc_hd__nand2_1 | 34 | 29
sky130_fd_sc_hd__xnor2_2 | 0 | 3
sky130_fd_sc_hd__a21oi_2 | 0 | 9
sky130_fd_sc_hd__a21o_1 | 8 | 8
sky130_fd_sc_hd__o21ai_1 | 0 | 4
sky130_fd_sc_hd__o31a_1 | 3 | 3
sky130_fd_sc_hd__and2_4 | 0 | 15
sky130_fd_sc_hd__ha_4 | 0 | 11
sky130_fd_sc_hd__ha_2 | 0 | 3
sky130_fd_sc_hd__clkbuf_16 | 0 | 3
## cells by family after synthesis
| family | count (synthesis) |
|---|---|
| AOI/OAI and AO/OA | 57 |
| DFF | 18 |
| xor gates and xnor gates | 21 |
| and+or+nand+nor | 114 |
| muxes | 14 |
| adders and majority gates | 86 |
| buffers and inverters | 91 |
## through the flow
step / setup slack, ns / hold slack (ns)
6_report: -3.551 / 0.3878
5_1_grt: -3.760 / 0.4092
4_1_cts: -3.686 / 0.3917
3_5_place_dp: -4.419 / 0.4768
3_3_place_gp: -4.417 / 0.4784
2_1_floorplan: -3.653 / 0.004409
## repair_timing
item | 4_1_cts | 5_1_grt
resized | 123 | 53
endpoints found under the setup margin | 17 | 16
pin swaps | 47 | 40
buffers inserted | 14 | 5
## path summary, 6_finish.rpt
kind                       cells after the start  slack (ns)               to             from
setup / recovery                              23       -3.55  product_reg[16]             b[4]
hold / removal                                 2        0.39   product_reg[2]            rst_n
setup reg to reg                               1        0.73   product_reg[4]   product_reg[4]
hold reg to reg                                1        0.48  product_reg[11]  product_reg[11]
max in group asynchronous                      2        0.91  product_reg[17]            rst_n
min in group clk0                              4        0.46   product_reg[0]             b[0]
## layer usage
metal  share of wire [%]  vias up  track usage, %  wire length (µm)
met1                  48     1483           19.31              3761
li1                    -     1490               -                 -
met4                0.18        0          0.5333                14
met2                  47       48           24.14              3736
met3                 4.7        2           3.467               370
met5                   0        -               0                 0
## layout make-up
class / count / area share (%)
clock buffers: 4 / 1.648
inverters: 74 / 5.154
multi-input cells: 292 / 60.48
flip-flops and latches: 18 / 8.358
well taps: 143 / 3.320
repair buffers: 124 / 21.04
## where the power goes
part,switching [mW],total (mW),internal [mW]
clock network,0.166,0.571,0.405
registers,0.112,0.858,0.746
logic,4.56,11.3,6.71
Power figures rest on the tool's default switching activity, not on a simulated workload.
